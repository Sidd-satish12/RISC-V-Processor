`flow/config.mk`:
```
export PLATFORM = sky130hd
export DESIGN_NAME = memDP
export DESIGN_NICKNAME = memDP
export VERILOG_FILES = /design/flow/design.v
export SDC_FILE = /design/flow/constraint.sdc
export NUM_CORES = 4
export LEC_CHECK = 1
export CORE_UTILIZATION = 30
```
`flow/constraint.sdc`:
```
current_design memDP

set clk_period 21.5
set clk_io_pct 0.2

create_clock -name clk0 -period $clk_period [get_ports {clock}]

set non_clock_inputs [all_inputs -no_clocks]
set_input_delay [expr $clk_period * $clk_io_pct] -clock clk0 $non_clock_inputs
set_output_delay [expr $clk_period * $clk_io_pct] -clock clk0 [all_outputs]
```
`flow/design.v`:
```
module memDP
  #(parameter WIDTH      = 32,
    parameter DEPTH      = 32,
    parameter READ_PORTS = 1,
    parameter BYPASS_EN  = 0    
   )
   ( 
    input                                            clock,
    input                                            reset,
    input        [READ_PORTS-1:0]                    re,      
    input        [READ_PORTS-1:0][(DEPTH==1 ? 1 : $clog2(DEPTH))-1:0] raddr,   
    output logic [READ_PORTS-1:0][WIDTH        -1:0] rdata,   
    input                                            we,      
    input                       [(DEPTH==1 ? 1 : $clog2(DEPTH))-1:0]  waddr,   
    input                       [WIDTH        -1:0]  wdata    
   );
logic [DEPTH-1:0][WIDTH-1:0]  memData;
genvar i;
generate
    for (i = 0; i < READ_PORTS; i++) begin
        always_comb begin
            if (BYPASS_EN != 0) begin : bypass_path
                if (re[i]) begin
                    if (we && (raddr[i] == waddr))
                        rdata[i] = wdata;
                    else
                        rdata[i] = memData[raddr[i]];
                end else begin
                    rdata[i] = '0;
                end
            end else begin : non_bypass_path
                rdata[i] = re[i] ? memData[raddr[i]] : '0;
            end
        end
    end
endgenerate
always_ff @(posedge clock) begin
    if (reset) begin
        memData        <= '0;
    end else if (we) begin
        memData[waddr] <= wdata;
    end
end
endmodule
```
`flow/run.sh`:
```
#!/bin/bash
# OpenROAD 26Q1-2900-gdf79404cd8, Yosys 0.63+post, stock flow scripts
make -C /OpenROAD-flow-scripts/flow DESIGN_CONFIG=/design/flow/config.mk WORK_HOME=/design/flow/orfs finish
```
==> results.cfg <==
; physical design summary
[logic_synthesis]
ys_top_cells_by_count = 1024 x dfxtp_1, 804 x a21oi_1, 539 x clkbuf_1, 420 x nand4_1, 405 x nand2_1
synth.avg_cell_area_um2 = 9.24
synth-seq-cells = 1024
synthesis.area_um2 = 48600
yosysUniqueCellTypes = 54
flop_cell = dfxtp_1
async_flop_share = 0
top_cell_area_share = 0.421
yosysCellCount = 5262
synth.area.top_cells = dfxtp_1 42%, mux4_2 10%, a21oi_1 8.3%
synth_seq_share = 0.421
top_cell = dfxtp_1
yosys_warnings = 1
netlist_instances = 5262
ys_chip_area_um2 = 48600
enable_flop_cells = 0
largest_area_cell = dfxtp_1

[routing]
drt-pass1-iter-count = 6
postRouteAntennaNets = 0
drcViolationCount = 0
wl_um = 211000
routedWlPerCell_um = 29.5
dr_total_vias = 45200
routed_via_density = 6.33
drt_iter0_drc = 4636

[grt]
antenna_found_initial = 7
groute.usage.overall = 0.260
grt_remaining_overflow = 0
grt_pass1_vias = 44400
grt_pass1_wl_um = 307000
grt_max_degree = 149

[place]
place.gp.congestion = 0.904
placed_cell_area_um2 = 51100
io_buffers = 77
post-place-cells = 6948
hpwl_um = 109000

[setup_path]
critical_path.cell_chain = buf_8 > buf_4 > buf_4 > buf_4 > mux4_2 > mux2_2 > o221ai_1 > a31oi_1 > clkdlybuf4s50_1
cp_common_cell = buf_4
path_max_fanout = 39
critPathArrivalTime_ns = 8.60
worstSetupEndpointType = output pin
cp-start-kind = input pin
cp.required_ns = 17.20
critical_path_class = in2out
critical_path.slowest_cell = buf_4
cpPeakStageDelay_ns = 0.73

[job]
cap_violations = 0
warnings = 30

[clock_network]
clock_latency_ns = 0.69
post_cts_resized = 0
htree_levels = 3
cts_tree = done
root_buffer = clkbuf_16
cts_buffers = 107
clk_pin_slew_ns = 0.06
numClockSinks = 1024
post-cts-setup-buffer-count = 0
clock_path_buffers = 3
hold_buffers = 0

[sta]
slew_headroom = 0.298
finalMaxSlewViolations = 0
finClkSkew_ns = 0
rsz0062_at_grt = no
setup_viol = 0
max_freq_ghz = 0.0775
finalCritPeriodShare = 0.600
setup-tns-final_ns = 0
worst_hold_slack_ns = 0.453
tightest_slew_ns = 1.05
hold_violations = 0
post-route-min-period_ns = 12.90

[final_layout]
fillers = 15900
area_growth_pct = 13.2
drive_gt1_frac = 0.145
largestRegisters = memData (1024)
fin_area_um2 = 55000
top_register = memData
largest_reg_flops = 1024
final_cells = 7151

[die]
fp.dieH_um = 405
core_um2 = 161000
io_pins = 78
floorplan.core_util = 0.303
die_w_um = 405
rows = 147
die-area_um2 = 164000

[pwr]
leakage_uw = 0.0180
ir_worst_vdd_v = 0.0000696
p_per_area_nw_per_um2 = 82.0

[run_status]
status = finished, final reports clean

[hold_path]
hp-class = reg2reg
## area by class of cell
| type | instances | area [um2] | area share |
|---|---|---|---|
| Clock inverter | 47 | 796 | 0.0145 |
| Timing Repair Buffer | 260 | 2230 | 0.0406 |
| Antenna cell | 6 | 15.0 | 0.000273 |
| Multi-Input combinational cell | 3499 | 25600 | 0.466 |
| Clock buffer | 150 | 3130 | 0.0569 |
| Inverter | 5 | 25.0 | 0.000455 |
| Sequential cell | 1024 | 20500 | 0.372 |
| Tap cell | 2160 | 2700 | 0.0491 |
## worst max-delay path: cells and delay by family
kind	cells	cell delay [ns]
compound gates	2	0.37
mux	2	0.86
buf+inv	5	2.94
## path summary, 6_finish.rpt
path / depth (start not counted) / end / startpoint / slack [ns]
worst max-delay path: 9 / rdata[12] / raddr[1] / 8.60
worst min-delay path: 2 / memData[809] / memData[809] / 0.45
worst max register to register: 2 / memData[641] / memData[641] / 20.78
worst min register to register: 2 / memData[809] / memData[809] / 0.45
## stage by stage
stage	setup slack, ns	utilization	total power [uW]
after floorplan	11.10	-	2220
after global placement	8.52	0.318	2440
after detailed placement	8.60	0.318	2440
after CTS	8.59	0.342	4490
after global routing	8.34	0.342	4600
final	8.60	0.342	4510
## power by group
group | switching, uW | leakage, uW | internal (uW) | total, uW
combinational | 403 | 0.00779 | 103 | 505
sequential | 8.07 | 0.00825 | 1910 | 1920
clock | 830 | 0.00192 | 1250 | 2080
## layer usage
metal / track usage / part of all wire / vias to the layer above
li1: - / - / 18900
met3: 0.118 / 0.14 / 844
met4: 0.148 / 0.071 / 10
met5: 0 / 0.00027 / -
met1: 0.328 / 0.36 / 22100
met2: 0.373 / 0.43 / 3357
## cells by family (layout without fill, tap and decap cells)
kind of cell               Yosys count  after routing  synth area share
buffers and inverters              739            462            0.0608
adders and majority gates            2              2          0.000514
xor gates and xnor gates             2              2          0.000360
muxes                              576            576             0.178
and+or+nand+nor                   1334           1334             0.146
AOI/OAI and AO/OA                 1585           1585             0.193
DFF                               1024           1024             0.421
other                                0              6                 0
## cell usage in the layout, fill, tap and decap left out, drive strengths merged, types with 3 or more instances in the layout
cell type,netlist,routed
o2111ai,14,14
clkbuf,539,150
nand2,405,405
mux4,224,224
nand3,201,201
a21oi,804,804
mux2i,288,288
clkinv,1,22
nand4,420,420
clkinvlp,0,5
nor3,8,8
nor4bb,4,4
dfxtp,1024,1024
diode,0,6
a221oi,24,24
mux2,64,64
a31oi,32,32
a22oi,32,32
bufinv,0,20
o31ai,385,385
inv,4,5
nand2b,260,260
or2,3,3
o2111a,3,3
o21ai,249,249
buf,195,191
o221ai,33,33
clkdlybuf4s50,0,69
nor2b,6,6
nor2,7,7
Power and IR drop assume default switching activity.
