## config.mk

```make
export PLATFORM = sky130hd
export DESIGN_NAME = LFSR
export DESIGN_NICKNAME = LFSR
export VERILOG_FILES = /design/flow/design.v
export SDC_FILE = /design/flow/constraint.sdc
export NUM_CORES = 4
export LEC_CHECK = 1
export CORE_AREA = 10 10 70 70
export DIE_AREA = 0 0 80 80
```

## constraint.sdc

```tcl
current_design LFSR

set clk_period 1.2
set clk_io_pct 0.2

create_clock -name clk0 -period $clk_period [get_ports {clk}]

set non_clock_inputs [all_inputs -no_clocks]
set_input_delay [expr $clk_period * $clk_io_pct] -clock clk0 $non_clock_inputs
set_output_delay [expr $clk_period * $clk_io_pct] -clock clk0 [all_outputs]
```

## design.v

```verilog
module LFSR #(
    parameter WIDTH = 6,
    parameter INIT_VALUE = 682   
)(
    input clk,
    input rst,
    output reg [WIDTH-1:0] op
);
    always@(posedge clk) begin
        if(rst) begin
            op <= INIT_VALUE[WIDTH-1:0];
        end else begin
            op <= {op[WIDTH-2:0], (op[WIDTH-1] ^ op[WIDTH-2])};
        end
    end
endmodule
```

## run.sh

```bash
#!/bin/bash
# OpenROAD 26Q1-2900-gdf79404cd8, Yosys 0.63+post, stock flow scripts
make -C /OpenROAD-flow-scripts/flow DESIGN_CONFIG=/design/flow/config.mk WORK_HOME=/design/flow/orfs finish
```

==> impl_metrics.py <==
# Auto-generated metrics
metrics = {
    "layout": {
        "regMostFlops": "op",
        "fillers": 407,
        "final_layout_size_suffix_gt1_frac": 0.3600,
        "fin_area_sq_um": 326.6,
        "fin_util": 0.09560,
        "largest_reg_flops": 6,
        "instances_no_fill": 71,
        "syn_to_final_growth_pct": 99.24,
        "largestRegisters": "op: 6 flops",
    },
    "floorplan": {
        "fp_util": 0.04799,
        "die_x_microns": 80,
        "dieArea_sq_mm": 0.006400,
        "placementRows": 21,
        "io_pins": 8,
        "core-area_sq_mm": 0.003416,
        "die_y_microns": 80,
    },
    "synthesis": {
        "syn_area_per_cell_sq_um": 12.61,
        "synthDistinctLibCells": 5,
        "syn_area_sq_um": 163.9,
        "ys_area_sq_um": 163.9,
        "ys_seq_elements": 6,
        "syn_inst": 13,
        "yosys_cells": 13,
        "yosysSeqAreaShare": 0.7328,
        "yosysWarningCount": 1,
    },
    "timing": {
        "timing.final.hold_violations": 0,
        "finClkSkew_ns": 0.0005768,
        "setup_viol": 0,
        "fin_crit_sh": 0.8577,
        "worst_slew_pin_slew_ns": 0.2278,
        "timing.fmax_ghz": 0.9716,
        "worst_hold_slack_ns": 0.4200,
        "rsz0062_at_grt": "no",
        "tns_ns": 0,
        "finalCriticalPeriod_ns": 1.029,
        "drv_slew": 0,
        "relSlewSlack": 0.8476,
    },
    "place": {
        "place_congestion": 0.7181,
        "port_buffers": 7,
        "dpl.cell_count": 66,
        "place_area_sq_um": 291.5,
    },
    "route": {
        "finalWirelength_microns": 458,
        "vias": 124,
        "drt-initial-drc-count": 11,
        "dr.pass1.iters": 3,
        "wire_per_inst_microns": 6.451,
        "ant_nets": 0,
        "drc": 0,
        "viasPerCell": 1.746,
        "antenna_cells": 0,
    },
    "setup_path": {
        "crit_family": "flip-flops",
        "crit_chain": "dlygate4sd2_1",
        "required_ns": 0.96,
        "cp-start-kind": "flip-flop",
        "critical_path_class": "reg -> out",
        "crit_slowest_cell": "dfxtp_2",
        "crit_buf_inv": 1,
        "worstPathArrival_ns": 0.79,
        "cp-end-kind": "output pin",
        "cp_max_fo": 2,
        "critPathMaxStageDelay_ns": 0.31,
    },
    "global_route": {
        "grt_pass1_vias": 139,
        "antenna_found_initial": 0,
        "grt_max_degree": 7,
        "grt_pass1_wl_microns": 717,
        "gr-total-overflow": 0,
        "grt_use_total": 0.01646,
    },
    "clocking": {
        "htreeDepth": 1,
        "hold_buffers": 0,
        "root_buffer": "clkbuf_4",
        "clock.latency.late_pin_ns": 0.24,
        "clock-sinks": 6,
        "cts_tree": "yes",
        "clkSlewWorstSetupHoldPaths_ns": 0.04,
        "clockBufferDepth": 2,
        "cts_made_buffers": 3,
    },
    "job": {
        "tool_warnings": 25,
        "max_cap_viol_count": 0,
    },
    "run_status": {
        "status": "complete, no violations",
    },
    "pwr": {
        "leakagePower_uw": 0.0001254,
        "irDropWorstVdd_v": 0.0003020,
        "power_density_mw_per_mm2": 1379,
    },
    "min_path": {
        "min_path_type": "reg -> reg",
    },
}
==> metal layers <==
metal / global-route usage / part of all wire
met1: 0.02135 / 0.50
met2: 0.01124 / 0.22
met3: 0.02727 / 0.27
met4: 0.001761 / 0
met5: 0 / 0
==> cell families (layout without fill, tap and decap cells) <==
| logic type | Yosys count | in the layout | share of synthesized area |
|---|---|---|---|
| and+or+nand+nor | 6 | 6 | 0.2137 |
| buffers and inverters | 0 | 12 | 0 |
| DFF | 6 | 6 | 0.7329 |
| xor gates and xnor gates | 1 | 1 | 0.05344 |
==> Yosys cell counts, drive strengths merged <==
cell type  instances  area (sq um)
dfxtp              6         120.1
xnor2              1         8.760
nor2               1         3.750
or2                3         18.77
nor2b              2         12.51
==> worst paths after layout <==
kind / from / end / slack, ns / cells past startpoint
worst max-delay path: op[0] / op[0] / 0.17 / 1
worst min-delay path: op[2] / op[3] / 0.42 / 1
worst max register to register: op[4] / op[0] / 0.42 / 3
worst min register to register: op[2] / op[3] / 0.42 / 1
==> cell type report <==
class / instances / area [sq um] / share of cell area
clock buffers: 3 / 22.52 / 0.06897
repair buffers: 9 / 77.57 / 0.2375
multi-input cells: 7 / 43.79 / 0.1341
flip-flops and latches: 6 / 125.1 / 0.3831
well taps: 46 / 57.56 / 0.1762
==> cells in the final DEF, fill, tap and decap left out <==
cell / instances
dfxtp_1: 2
xnor2_1: 1
dlygate4sd2_1: 6
clkdlybuf4s50_1: 1
nor2_1: 1
dfxtp_2: 4
clkbuf_4: 3
nor2b_1: 2
or2_1: 3
buf_4: 2
==> what timing repair did <==
item | CTS | global route
endpoints found under the setup margin | 6 | 0
gates resized | 10 | 0
setup buffers | 2 | 0
==> report_power, final <==
part           total (uW)  leakage (uW)  switching, uW  internal [uW]
Combinational        45.3     0.0000611           13.2           32.1
Sequential            226     0.0000505           7.09            219
Clock                 179     0.0000138           66.4            113
Total                 450      0.000125           86.7            364
==> metrics by stage <==
step | total power (uW) | worst slack [ns]
floorplan | 235.6 | 0.5835
global placement | 278.0 | 0.1199
detailed placement | 278.2 | 0.05652
CTS | 463.4 | 0.1559
global route | 488.6 | 0.1305
finish | 450.5 | 0.1708
Power and IR drop assume default switching activity.
